==> flow/design.v <==
module AHB_slave(Hclk,Hresetn,Hwrite,Hreadyin,Htrans,Haddr,Hresp,Hwdata,Hrdata,valid,Haddr1,Haddr2,Hwdata1,Hwdata2,Hwritereg,tempselx,Prdata);
input Hclk,Hresetn;
input Hwrite,Hreadyin;
input [1:0]Htrans;
input [31:0]Haddr,Hwdata,Prdata;
output reg valid;
output reg [31:0]Haddr1,Haddr2,Hwdata1,Hwdata2;
output [31:0]Hrdata;
output reg Hwritereg;
output reg[2:0] tempselx;
output [1:0] Hresp;
always@(Hreadyin,Haddr,Htrans,Hresetn)
 begin 
  valid=0;
  if(Hreadyin &&(Haddr>=32'h8000_0000 && Haddr<32'h8C00_0000) && (Htrans==2'b10 || Htrans==2'b11))
   valid=1;
  else 
  valid=0;
end 
always@(Haddr,Hresetn)
begin 
 tempselx=3'b000;
 if(Hresetn && Haddr>=32'h8000_0000 && Haddr<32'h8400_0000)
   tempselx=3'b001;
else if(Hresetn && Haddr>=32'h8400_0000 && Haddr<32'h8800_0000)
    tempselx=3'b010;
else if(Hresetn && Haddr>=32'h8800_0000 && Haddr<32'h8C00_0000)
     tempselx=3'b100;
end 
always@(posedge Hclk)
 begin
  if (~Hresetn)
   begin
    Haddr1<=0;			
    Haddr2<=0;	
   end
  else
  begin				
  Haddr1<=Haddr;
  Haddr2<=Haddr1;
  end
 end
always@(posedge Hclk)
 begin
 if (~Hresetn)
  begin
  Hwdata1<=0;
  Hwdata2<=0;
  end 
  else
   begin
    Hwdata1<=Hwdata;
    Hwdata2<=Hwdata1;
  end		
 end
always@(posedge Hclk)
 begin	
  if (~Hresetn)
  begin 
   Hwritereg<=0;
  end 
   else
  begin 
  Hwritereg<=Hwrite;
  end 
  end
assign Hresp=2'b00;
assign Hrdata=Prdata;
endmodule 
module Bridge_top(Hclk,Hresetn,Hwrite,Hreadyin,Hwdata,Haddr,Htrans,Prdata,Penable,Pwrite,Pselx,Paddr,Pwdata,Hreadyout,Hresp,Hrdata);
input Hclk,Hresetn,Hwrite,Hreadyin;
input [31:0] Hwdata,Haddr,Prdata;
input[1:0] Htrans;
output Penable,Pwrite,Hreadyout;
output [1:0] Hresp; 
output [2:0] Pselx;
output [31:0] Paddr,Pwdata;
output [31:0] Hrdata;
wire valid;
wire [31:0] Haddr1,Haddr2,Hwdata1,Hwdata2;
wire Hwritereg;
wire [2:0] tempselx;
AHB_slave DUT1 (
    .Hclk(Hclk),
    .Hresetn(Hresetn),
    .Hwrite(Hwrite),
    .Hreadyin(Hreadyin),
    .Htrans(Htrans),
    .Haddr(Haddr),
    .Hwdata(Hwdata),
    .Prdata(Prdata),
    .valid(valid),
    .Haddr1(Haddr1),
    .Haddr2(Haddr2),
    .Hwdata1(Hwdata1),
    .Hwdata2(Hwdata2),
    .Hrdata(Hrdata),
    .Hwritereg(Hwritereg),
    .tempselx(tempselx),
    .Hresp(Hresp));
APB_controller DUT2(.Hclk(Hclk),
    .Hresetn(Hresetn),
    .valid(valid),
    .Haddr1(Haddr1),
    .Haddr2(Haddr2),
    .Hwdata1(Hwdata1),
    .Hwdata2(Hwdata2),
    .Prdata(Prdata),
    .Hwrite(Hwrite),
    .Haddr(Haddr),
    .Hwdata(Hwdata),
    .Hwritereg(Hwritereg),
    .tempselx(tempselx),
    .Pwrite(Pwrite),
    .Penable(Penable),
    .Pselx(Pselx),
    .Paddr(Paddr),
    .Pwdata(Pwdata),
    .Hreadyout(Hreadyout));
endmodule
module APB_controller(Hclk,Hresetn,valid,Haddr1,Haddr2,Hwdata1,Hwdata2,Prdata,Hwrite,Haddr,Hwdata,Hwritereg,tempselx, 
 Pwrite,Penable,Pselx,Paddr,Pwdata,Hreadyout);
input Hclk,Hresetn,valid,Hwrite,Hwritereg;
input [31:0] Hwdata,Haddr,Haddr1,Haddr2,Hwdata1,Hwdata2,Prdata;
input [2:0] tempselx;
output reg Pwrite,Penable;
output reg Hreadyout;  
output reg [2:0] Pselx;
output reg [31:0] Paddr,Pwdata;
parameter ST_IDLE=3'b000;
parameter ST_WWAIT=3'b001;
parameter ST_READ= 3'b010;
parameter ST_WRITE=3'b011;
parameter ST_WRITEP=3'b100;
parameter ST_RENABLE=3'b101;
parameter ST_WENABLE=3'b110;
parameter ST_WENABLEP=3'b111;
reg [2:0] PRESENT_STATE,NEXT_STATE;
always @(posedge Hclk)
 begin:PRESENT_STATE_LOGIC
  if (~Hresetn)
    PRESENT_STATE<=ST_IDLE;
  else
    PRESENT_STATE<=NEXT_STATE;
 end
always @(*)
 begin:NEXT_STATE_LOGIC
  case (PRESENT_STATE)
 	ST_IDLE:begin
		 if (~valid)
		  NEXT_STATE=ST_IDLE;
		 else if (valid && Hwrite)
		  NEXT_STATE=ST_WWAIT;
		 else 
		  NEXT_STATE=ST_READ;
		end    
	ST_WWAIT:begin
		 if (~valid)
		  NEXT_STATE=ST_WRITE;
		 else
		  NEXT_STATE=ST_WRITEP;
		end
	ST_READ: begin
		   NEXT_STATE=ST_RENABLE;
		 end
	ST_WRITE:begin
		  if (~valid)
		   NEXT_STATE=ST_WENABLE;
		  else
		   NEXT_STATE=ST_WENABLEP;
		 end
	ST_WRITEP:begin
		   NEXT_STATE=ST_WENABLEP;
		  end
	ST_RENABLE:begin
		     if (~valid)
		      NEXT_STATE=ST_IDLE;
		     else if (valid && Hwrite)
		      NEXT_STATE=ST_WWAIT;
		     else
		      NEXT_STATE=ST_READ;
		   end
	ST_WENABLE:begin
		     if (~valid)
		      NEXT_STATE=ST_IDLE;
		     else if (valid && Hwrite)
		      NEXT_STATE=ST_WWAIT;
		     else
		      NEXT_STATE=ST_READ;
		   end
	ST_WENABLEP:begin
		      if (~valid && Hwritereg)
		       NEXT_STATE=ST_WRITE;
		      else if (valid && Hwritereg)
		       NEXT_STATE=ST_WRITEP;
		      else
		       NEXT_STATE=ST_READ;
		    end
	default: begin
		   NEXT_STATE=ST_IDLE;
		  end
  endcase
 end
reg Penable_temp,Hreadyout_temp,Pwrite_temp;
reg [2:0] Pselx_temp;
reg [31:0] Paddr_temp, Pwdata_temp;
always @(*)
 begin:OUTPUT_COMBINATIONAL_LOGIC
   case(PRESENT_STATE)
	ST_IDLE: begin
			  if (valid && ~Hwrite) 
			   begin:IDLE_TO_READ
			        Paddr_temp=Haddr;
				Pwrite_temp=Hwrite;
				Pselx_temp=tempselx;
				Penable_temp=0;
				Hreadyout_temp=0;
			   end
			  else if (valid && Hwrite)
			   begin:IDLE_TO_WWAIT
			        Pselx_temp=0;
				Penable_temp=0;
				Hreadyout_temp=1;			   
			   end
			  else
                            begin:IDLE_TO_IDLE
			        Pselx_temp=0;
				Penable_temp=0;
				Hreadyout_temp=1;	
			   end
		     end    
	ST_WWAIT:begin
	          if (~valid) 
			   begin:WAIT_TO_WRITE
			    Paddr_temp=Haddr1;
				Pwrite_temp=1;
				Pselx_temp=tempselx;
				Penable_temp=0;
				Pwdata_temp=Hwdata;
				Hreadyout_temp=0;
			   end
			  else 
			   begin:WAIT_TO_WRITEP
			    Paddr_temp=Haddr1;
				Pwrite_temp=1;
				Pselx_temp=tempselx;
				Pwdata_temp=Hwdata;
				Penable_temp=0;
				Hreadyout_temp=0;		   
			   end
		     end  
	ST_READ: begin:READ_TO_RENABLE
			  Penable_temp=1;
			  Hreadyout_temp=1;
		     end
	ST_WRITE:begin
              if (~valid) 
			   begin:WRITE_TO_WENABLE
				Penable_temp=1;
				Hreadyout_temp=1;
			   end
			  else 
			   begin:WRITE_TO_WENABLEP  
				Penable_temp=1;
				Hreadyout_temp=1;		   
			   end
		     end
	ST_WRITEP:begin:WRITEP_TO_WENABLEP
               Penable_temp=1;
			   Hreadyout_temp=1;
		      end
	ST_RENABLE:begin
	            if (valid && ~Hwrite) 
				 begin:RENABLE_TO_READ
					Paddr_temp=Haddr;
					Pwrite_temp=Hwrite;
					Pselx_temp=tempselx;
					Penable_temp=0;
					Hreadyout_temp=0;
				 end
			  else if (valid && Hwrite)
			    begin:RENABLE_TO_WWAIT
			     Pselx_temp=0;
				 Penable_temp=0;
				 Hreadyout_temp=1;			   
			    end
			  else
                begin:RENABLE_TO_IDLE
			     Pselx_temp=0;
				 Penable_temp=0;
				 Hreadyout_temp=1;	
			    end
		       end
	ST_WENABLEP:begin
                 if (~valid && Hwritereg) 
			      begin:WENABLEP_TO_WRITEP
			       Paddr_temp=Haddr2;
				   Pwrite_temp=Hwrite;
				   Pselx_temp=tempselx;
				   Penable_temp=0;
				   Pwdata_temp=Hwdata;
				   Hreadyout_temp=0;
				  end
			    else 
			     begin:WENABLEP_TO_WRITE_OR_READ  
			      Paddr_temp=Haddr2;
				  Pwrite_temp=Hwrite;
				  Pselx_temp=tempselx;
				  Pwdata_temp=Hwdata;
				  Penable_temp=0;
				  Hreadyout_temp=0;		   
			     end
		        end
	ST_WENABLE :begin
	             if (~valid && Hwritereg) 
			      begin:WENABLE_TO_IDLE
				   Pselx_temp=0;
				   Penable_temp=0;
				   Hreadyout_temp=0;
				  end
			    else 
			     begin:WENABLE_TO_WAIT_OR_READ 
				  Pselx_temp=0;
				  Penable_temp=0;
				  Hreadyout_temp=0;		   
			     end
		        end
 endcase
end
always @(posedge Hclk)
 begin
  if (~Hresetn)
   begin
    Paddr<=0;
	Pwrite<=0;
	Pselx<=0;
	Pwdata<=0;
	Penable<=0;
	Hreadyout<=0;
   end
  else
   begin
        Paddr<=Paddr_temp;
	Pwrite<=Pwrite_temp;
	Pselx<=Pselx_temp;
	Pwdata<=Pwdata_temp;
	Penable<=Penable_temp;
	Hreadyout<=Hreadyout_temp;
   end
 end
endmodule
==> flow/run.sh <==
#!/bin/bash
# OpenROAD 26Q1-2900-gdf79404cd8, Yosys 0.63+post, stock flow scripts
make -C /OpenROAD-flow-scripts/flow DESIGN_CONFIG=/design/flow/config.mk WORK_HOME=/design/flow/orfs finish
==> flow/config.mk <==
export PLATFORM = sky130hd
export DESIGN_NAME = Bridge_top
export DESIGN_NICKNAME = Bridge_top
export VERILOG_FILES = /design/flow/design.v
export SDC_FILE = /design/flow/constraint.sdc
export NUM_CORES = 4
export LEC_CHECK = 1
export CORE_UTILIZATION = 40
==> flow/constraint.sdc <==
current_design Bridge_top

set clk_period 3.3
set clk_io_pct 0.2

create_clock -name clk0 -period $clk_period [get_ports {Hclk}]

set non_clock_inputs [all_inputs -no_clocks]
set_input_delay [expr $clk_period * $clk_io_pct] -clock clk0 $non_clock_inputs
set_output_delay [expr $clk_period * $clk_io_pct] -clock clk0 [all_outputs]
==> CHANGELOG.md <==
### Changed

- First-pass detailed-route iteration total: 4
- Largest logic family: simple AND/OR/NAND/NOR gates
- Root buffer cell: clkbuf_16
- Area of the multi-input gates: ~0.0016 mm2
- Yosys cell count: 540
- GRT overflow: 0
- Mux frac, synth: 0%
- CP startpoint kind: flip-flop
- # rows: 43
- CP Class: reg2out
- Fill count: between 1000 and 1500
- CTS resizes: 0
- Io pins: 206
- Synthesized area: 0.005792 mm2
- Asr flop ratio synth: 0%
- Synth warn: 2
- RSZ-0062 raised after global routing: false
- CP Capture Type: output pin
- Via count of the first global-routing pass: 3636
- Clock buffer count from CTS: 17
- Share of cells above drive strength 1: 6.849%
- Crit-path slowest cell: clkdlybuf4s50_1
- Least-Margin Pin Slew: 0.5839 ns
- Mapped Avg Cell Area: 10.73 um2
- Core Util at FP: 41.40%
- CTS tree: done
- CORE AREA: 0.01399 mm2
- Antenna violations before repair: 0
- Layout area overhead: 33.35%
- Yosys adder share: 0%
- Count of tool warnings: 26
- DP Wirelength: 7.152 mm
- H-tree depth reported by CTS: 4
- CP arrival: 1.21 ns
- Final setup violation count: 0
- Final Hold Violation Tally: 0
- Fmax: about 530 MHz
- Ratio of final minimum period to clock period: 56.74%
- Leakage Power: 3.304 nW
- Die width: 122.3 um
- Maxcap violations: 0
- GRT Util Overall: between 10% and 20%
- Outcome: completed
- Clock latency (worst-skew pair): 0.41 ns
- Compound-Gate Fraction of Synth Area: 5.552%
- Total wire length: 11.11 mm
- Unique masters post-synth: 28
- Cell depth of the worst flop-to-flop path: 4
- WHS Endpoint: DUT2.PRESENT_STATE[2]
- Most used logic cell in the final layout: dfxtp_1
- Hold path start: DUT1.Hwritereg
- Residual DRC count: 0
- Cell Chain, Critical Path: clkdlybuf4s50_1
- Yosys stat chip area: around 0.0058 mm2
- P per Cell Area: between 500 and 600 mW/mm2
- CP required: around 2.6 ns
- Global-route wire length before repair: between 15 and 20 mm
- Port Buffers: roughly 140
- Post-CTS Setup Inserts: 0
- Diodes inserted: 0
- AND/OR/NAND/NOR Cells, Area Fraction: 21.08%
- Via count: 3780
- Register pins left without a clock: 68
- CTS Buffer Depth: 2
- FF-to-FF End: DUT2.Hreadyout
- R2r startpoint: DUT2.PRESENT_STATE[7]
- Reg area: 0.003884 mm2
- Post-Route Setup TNS: 0 ns
- DRT iter0 DRCs: 170
- Most numerous logic cells after layout: dfxtp_1, clkdlybuf4s50_1, and2_1, nand2_1, dlxtn_1
- R2R setup slack: between 1.5 and 2 ns
- Post-route cell area: 0.007724 mm2
- Dominant register cell: dfxtp_1
- Xor+xnor area frac: 0%
- Placed inst area: around 0.0071 mm2
- Endpoints left unconstrained: 68
- Vias per cell: 4.516
- Slew headroom: approximately three fifths
- CP Buf/Inv Count: 1
- GPL Wtd Cong: 0.7655
- Die Y-Extent: 122.3 um
- Drt wl/cell: 13.27 um
- Tmin final: 1.872 ns
- Clock Pin Slew Worst Setup and Hold Paths: 0.06 ns
- Chip area: 0.01496 mm2
- Largest net degree at the start of global routing: around 66
- Post-synthesis cell count: 540
- Hold Buf Count CTS: 0
- CP top delay family: buffers and inverters
- Worst hold path class: reg2reg
- VDD IR max: 0.3297 mV
- Final Slew Violations: 0
- Worst-path maximum fanout: 1
- Largest stage delay, worst path: 0.46 ns
- Number of synthesized flops with an enable pin: 0
- Yosys reg bits: about 210
- Antenna-violating nets left: 0
- Hold Path Stages: 1
- Clock skew: 0.006079 ns
- Total design power: ~4.2 mW
[routing by layer]
layer  vias to the layer above  global-route usage, %  wire length (um)
met5                         -                      0                 0
met4                         0                  2.668               187
met3                        20                  3.416               474
met2                        81                  26.16              5540
met1                      1792                  23.32              4907
li1                       1887                      -                 -
[state kept, by name, summed over array words and instances (netlist names)]
register / flops
DUT1.Haddr1: 32
DUT1.Haddr2: 32
DUT2.Paddr: 32
DUT2.Paddr_temp: 32
DUT2.Pwdata: 32
DUT2.Pwdata_temp: 32
DUT2.PRESENT_STATE: 8
DUT2.Pselx: 3
DUT2.Pselx_temp: 3
DUT1.Hwritereg: 1
DUT2.Hreadyout: 1
DUT2.Penable: 1
DUT2.Pwrite: 1
DUT2.Pwrite_temp: 1
[how the worst max path moves through the flow]
stage | startpoint | to | slack, ns | depth (start not counted)
finish | DUT2.Paddr[29] | Paddr[29] | 1.43 | 1
global route | DUT2.Paddr[29] | Paddr[29] | 1.38 | 1
CTS | DUT2.Pwrite | Pwrite | 1.40 | 1
[synthesized netlist by cell type, types with 2 or more instances]
cell / number / share of area [%]
dlxtn_1: 68 / 18
buf_4: 34 / 4.4
and2_1: 134 / 14
clkbuf_1: 23 / 1.5
a22oi_1: 32 / 4.1
dfxtp_1: 143 / 49
buf_2: 4 / 0.35
o21ai_1: 3 / 0.26
nand2_1: 69 / 4.5
nand3b_1: 2 / 0.26
nor2_1: 7 / 0.45
nor3_1: 4 / 0.35
or3_1: 2 / 0.22
[worst register-to-register path: stages (launching register included)]
cell,delay [ns]
dfxtp_1,0.67
buf_4,0.41
nor2_4,0.07
and4b_1,0.19
o21bai_1,0.15
[cell type report]
cell class,count,share of cell area (%)
Tap cell,180,2.916
Timing Repair Buffer,145,18.53
Multi-Input combinational cell,269,20.22
Clock buffer,20,5.913
Sequential cell,211,50.28
Clock inverter,12,2.138
[cell families (layout without fill, tap and decap cells)]
logic type / Yosys count / after routing
and+or+nand+nor: 224 / 224
DFF: 143 / 143
latches: 68 / 68
buffers and inverters: 61 / 177
AOI/OAI and AO/OA: 43 / 43
other: 1 / 2
[report_power, final]
part	switching (mW)	internal, mW
clock	0.697	1.30
sequential	0.0307	1.86
combinational	0.0772	0.186
[metrics by stage]
stage / std cells / worst slack (ns) / hold WS, ns / utilization, %
5_1_grt: 837 / 1.376 / 0.4577 / 55.21
3_3_place_gp: 805 / 1.104 / 0.4182 / 50.77
6_report: 837 / 1.428 / 0.4293 / 55.21
2_1_floorplan: 541 / 1.642 / 0.4116 / -
4_1_cts: 837 / 1.398 / 0.4339 / 55.21
3_5_place_dp: 805 / 1.088 / 0.4233 / 50.77
No activity file was given, so power comes from the tool's default toggle rates.
